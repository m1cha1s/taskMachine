[flow/run.sh]
#!/bin/bash
# OpenROAD 26Q1-2900-gdf79404cd8, Yosys 0.63+post, stock flow scripts
make -C /OpenROAD-flow-scripts/flow DESIGN_CONFIG=/design/flow/config.mk WORK_HOME=/design/flow/orfs finish
[flow/config.mk]
export PLATFORM = sky130hd
export DESIGN_NAME = sdCommunication
export DESIGN_NICKNAME = sdCommunication
export VERILOG_FILES = /design/flow/design.v
export SDC_FILE = /design/flow/constraint.sdc
export NUM_CORES = 4
export LEC_CHECK = 1
export CORE_UTILIZATION = 40
[flow/design.v]
`timescale 1ns / 1ps
module sdCommunication(clk, sdClk, state, sdDataIn, sdDataOut, sdCommand, sdResponse, command, response, byteOut, send, doneSending, byteComp);
input clk, sdResponse, sdDataIn, send;
output sdClk, sdCommand, sdDataOut, doneSending, byteComp;
output [135:0] response;
output [7:0] byteOut;
output [2:0] state;
reg sdClk, sdCommand, sdDataOut, doneSending = 0;
input [47:0] command;
reg [135:0] response;
reg [7:0] buffer;
reg [7:0] byteOut;
reg byteComp;
reg clkEn = 1;
reg [8:0] div;
reg [8:0] divVal=255;
always @(posedge clk) begin 
	if(div == divVal) begin
		div <= 0;
		if(clkEn) sdClk <= ~sdClk;
	end
	else div <= div + 1;
end
reg [47:0] shiftOut;
reg [5:0] sending = 0;
reg [7:0] receiveing = 0;
reg [8:0] gathering = 0;
reg [3:0] byteCounter = 0;
reg [6:0] init;
reg [2:0] state = 0;
reg [1:0] to = 0;
reg start = 0;
always @(negedge sdResponse) begin
	if(state == 4)	start <= 1;
end
always @(posedge sdClk) begin
	case(state)
		0: begin  
			if(init < 74) begin
				init <= init + 1;
				sdCommand <= 1;
				sdDataOut <= 1;
				doneSending <= 0;
			end
			else begin
				state <= 1;
				doneSending <= 1;
				divVal <= 128;
				clkEn <= 1;
				sdCommand <= 1;
				sdDataOut <= 1;
			end
		end
		1: begin  
			sdCommand <= 1;
			sdDataOut <= 1;
			doneSending <= 1;
			if(send == 1) begin
				state <= 2;
				doneSending <= 0;
			end
		end
		2: begin  
			if(sending < 48) begin
				sdCommand <= command>>(47-sending);
				sending <= sending + 1;
			end
			else begin
				sending <= 0;
				state <= 3;
				doneSending <= 1;
			end
		end
		3: begin  
			if(to < 2) begin
				sdCommand <= 0;
				sdDataOut <= 0;
				to <= to + 1;
			end
			else begin
				state <= 4;
				to <= 0;
			end
		end
		4: begin  
			if(command[45:39] == 0) state <= 5;
			else begin
				if(receiveing < 136) begin
					if(start) begin
						response <= response<<1|sdResponse;
						receiveing <= receiveing + 1;
					end
					else begin
						state <= 5;
					end
					if(gathering < 512) begin
						if(byteCounter < 8) begin
							byteComp <= 0;
							buffer[byteCounter] <= sdDataIn;
						end
						else begin
							byteCounter <= 0;
							byteOut <= buffer;
							byteComp <= 1;
						end
					end
					else gathering <= 0;
				end
			end
		end
		5: begin  
			if(to < 2) begin
				sdCommand <= 0;
				sdDataOut <= 0;
				to <= to + 1;
			end
			else begin
				state <= 1;
				to <= 0;
			end
		end
	endcase
end
endmodule
[flow/constraint.sdc]
current_design sdCommunication

set clk_period 4.2
set clk_io_pct 0.2

create_clock -name clk0 -period $clk_period [get_ports {clk}]
create_clock -name clk1 -period $clk_period [get_ports {sdResponse}]

set non_clock_inputs [all_inputs -no_clocks]
set_input_delay [expr $clk_period * $clk_io_pct] -clock clk0 $non_clock_inputs
set_output_delay [expr $clk_period * $clk_io_pct] -clock clk0 [all_outputs]
==> run notes <==
STA
* 0 — # setup viols final
* 0 — count of final max-slew check failures
* 0 ps — setup TNS
* no — unrepaired setup endpoints after global routing
* 166 — register pins left without a clock
* 834 ps — slew of the pin with the lowest slew margin
* 489 ps — Fin Hold WS
* 44.4% — worst slew slack as a fraction of its limit
* 474 — endpoints left unconstrained
* 0 — Final Hold Fails
* 1.21 ps — Worst Skew

Synth
* 1 — Warnings, synthesis
* 342 — count of instantiated cells in the yosys netlist
* 41 — Cell Type Count
* 0% — Synth async-reset ratio
* 168 — number of enable flip-flop cells
* sky130_fd_sc_hd__edfxtp_1 77%, sky130_fd_sc_hd__mux4_1 3.2%, sky130_fd_sc_hd__dfxtp_1 2.8%, sky130_fd_sc_hd__xnor2_1 1.9%, sky130_fd_sc_hd__mux4_2 1.4% — top cells, area
* 6550 um^2 — total cell area reported by yosys after synthesis
* sky130_fd_sc_hd__edfxtp_1 — count leader, synth
* 342 — Cells after Synth
* 6550 um^2 — summed instance area of the synthesized netlist
* 177 — synthesized flop and latch total
* sky130_fd_sc_hd__edfxtp_1 — post-synthesis cell type with the largest combined area
* 79.8% — sequential cell area fraction in the yosys report
* 19.1 um^2 — average instance area after synthesis
* 168 x sky130_fd_sc_hd__edfxtp_1, 19 x sky130_fd_sc_hd__nor2_1, 14 x sky130_fd_sc_hd__xnor2_1 — list of most frequent post-synthesis cells
* 77.1% — portion of synthesized cell area occupied by the leading cell type
* sky130_fd_sc_hd__edfxtp_1 — Commonest flop

Global routing
* 17300 um — global-route wire length before repair
* 0 — initial antenna violation count
* 108 — maximum number of pins on one net before global-route repair
* 3345 — vias in the first global route
* 14.3% — GRT Util Overall
* 0 — GR Overflow Total

CTS
* 0 — quantity of gates resized following cts
* 0 — count of hold-fix buffers inserted at cts
* yes — TritonCTS clock tree
* 0 — number of buffers added for setup after CTS
* 40 ps — Clock transition at path regs

Detailed routing
* 3569 — vias
* 4.72 — Via density
* 11500 um — wire length reported by the detailed router
* 4 — count of TritonRoute iterations in the first routing pass
* 0 — count of antenna-violating nets left after detailed routing
* 15.3 um — per-cell routed wire length
* 142 — number of DRC markers in iteration 0
* 0 — DRC
* 0 — diode count

Die
* 46 — Rows
* 204 — IO Count
* 16900 um^2 — die area
* 130 um — die height
* 130 um — die width
* 41.1% — effective utilization at floorplan
* 15900 um^2 — area of the core

Critical path
* 3360 ps — required time of the critical path
* flip-flop to output pin — WS Path Type
* flip-flop — startpoint type of the worst setup path
* buffers and inverters — family with the most delay on the worst path
* 1 — number of buffers and inverters on the critical path
* sky130_fd_sc_hd__clkdlybuf4s50_1 — cell with the largest stage delay on the worst path
* 1040 ps — signal arrival time at the worst endpoint
* clkdlybuf4s50_1 — worst-path cell chain
* 2 — highest net fanout along the worst path
* 470 ps — slowest stage delay, CP
* output pin — category of the worst setup path capture point
* 1 — number of stages on the worst setup path
* 4 — depth of the worst register-to-register path

Worst hold path
* 1 — number of cells on the worst hold path
* flip-flop to flip-flop — path category of the worst min-delay check

Cells and area
* 55.8% — final standard cell utilization of the core
* 5230 um^2 — Storage cell area
* 4.44% — fraction of layout instances using a drive strength above 1
* 1180 um^2 — area of the multi-input gates
* 35.8% — synthesis-to-layout area growth
* 1250 — Filler cells

Pwr
* 348 uV — highest ir drop seen on vdd
* 0.00266 uW — Lkg Pwr
* 66.3 nW/um^2 — power per cell area

Place
* 8680 um — DPL Wire Length
* 192 — buffers added on ports
* 0.795 — global placement routability congestion

Run
* 0 — # Max-Cap Violations
* 29 — number of warnings in the stage logs

Run status
* complete, no violations — outcome

==> cells in the final DEF (no fill, tap or decap), drive strengths merged, types with 3 or more instances in the layout <==
| master | synthesis | final |
|---|---|---|
| clkdlybuf4s50 | 0 | 192 |
| edfxtp | 168 | 168 |
| nor2 | 19 | 19 |
| xnor2 | 14 | 14 |
| mux4 | 12 | 12 |
| nand2 | 11 | 11 |
| nand3 | 11 | 11 |
| conb | 2 | 11 |
| xor2 | 9 | 9 |
| dfxtp | 9 | 9 |
| clkbuf | 5 | 9 |
| inv | 8 | 8 |
| mux2i | 8 | 8 |
| o21ai | 7 | 7 |
| buf | 13 | 6 |
| a21oi | 5 | 5 |
| ha | 5 | 5 |
| nor4 | 4 | 4 |
| and3 | 4 | 4 |
| nor2b | 3 | 3 |
| nor3 | 3 | 3 |
| nor3b | 3 | 3 |
==> final cells by class <==
type                            instances  share of cell area, %
Sequential cell                       177                   58.8
Clock buffer                            9                   2.41
Multi-Input combinational cell        148                   13.3
Inverter                                7                  0.296
Clock inverter                          1                 0.0422
Tap cell                              216                   3.04
Timing Repair Buffer                  198                   22.1
==> cell families (layout without fill, tap and decap cells) <==
kind of cell	after synthesis	count (layout)	share of synthesized area [%]
AND-OR/OR-AND	21	21	2.14
buffers and inverters	26	215	2.66
other	2	11	0.115
XOR/XNOR	23	23	3.08
AND/OR/NAND/NOR	68	68	5.41
adder cells (fa/ha/maj)	5	5	0.956
multiplexers	20	20	5.81
flip-flops	177	177	79.8
==> stage by stage <==
| step | area, um^2 | power, uW | instances | worst slack [ps] |
|---|---|---|---|---|
| 2_1_floorplan | 6580 | 135 | 351 | 1200 |
| 3_5_place_dp | 8680 | 176 | 747 | 2440 |
| 6_report | 8890 | 589 | 756 | 2320 |
| 4_1_cts | 8890 | 596 | 756 | 2310 |
| 5_1_grt | 8890 | 619 | 756 | 2250 |
| 3_3_place_gp | 8680 | 176 | 747 | 2550 |
==> where the power goes <==
group          switching [uW]  internal (uW)
Clock                    72.8            346
Sequential             0.0185            111
Combinational            9.99           49.3
Total                    82.8            507
==> registers in the layout, summed over array words and instances (netlist names) <==
register     cells
response       136
div              9
receiveing       8
init             7
sending          6
state            3
to               2
divVal           1
doneSending      1
sdClk            1
sdCommand        1
sdDataOut        1
start            1
==> routing by layer <==
| layer | share of wire [%] | global-route usage (%) | vias up |
|---|---|---|---|
| met1 | 44 | 23.7 | 1714 |
| met5 | 0 | 0 | - |
| met4 | 0.069 | 0.752 | 0 |
| met2 | 45 | 21.0 | 167 |
| li1 | - | - | 1686 |
| met3 | 11 | 5.22 | 2 |
==> worst paths after layout <==
path | slack [ps] | start | end
worst max-delay path | 2320 | sdClk$_DFFE_PN_ | sdClk
worst min-delay path | 490 | div[0]$_SDFF_PN0_ | div[0]$_SDFF_PN0_
worst max register to register | 2440 | div[0]$_SDFF_PN0_ | sdClk$_DFFE_PN_
worst min register to register | 490 | div[0]$_SDFF_PN0_ | div[0]$_SDFF_PN0_
Power and IR drop assume default switching activity.
