File: /design/flow/config.mk
export PLATFORM = sky130hd
export DESIGN_NAME = coreCommunication
export DESIGN_NICKNAME = coreCommunication
export VERILOG_FILES = /design/flow/design.v
export SDC_FILE = /design/flow/constraint.sdc
export NUM_CORES = 4
export LEC_CHECK = 1
export CORE_UTILIZATION = 40
File: /design/flow/constraint.sdc
current_design coreCommunication

set clk_period 3.4
set clk_io_pct 0.2

create_clock -name clk0 -period $clk_period [get_ports {dataBus}]
create_clock -name clk1 -period $clk_period [get_ports {medClk}]
create_clock -name clk2 -period $clk_period [get_ports {portBus}]

set non_clock_inputs [all_inputs -no_clocks]
set_input_delay [expr $clk_period * $clk_io_pct] -clock clk0 $non_clock_inputs
set_output_delay [expr $clk_period * $clk_io_pct] -clock clk0 [all_outputs]
File: /design/flow/design.v
`timescale 1ns / 1ps
module coreCommunication(fastClk, medClk, pData, cHlt, portBus, dataBus, arag, cycle);
input wire medClk, fastClk;
inout wire [22:0] pData;
inout wire [1:0] arag;
output reg cHlt = 0;
inout wire portBus, dataBus;
input wire [15:0] cycle;
reg [7:0] dout = 0;
reg [7:0] myPort = 0;
reg [7:0] targetPort = 0;
reg [7:0] targetData = 0;
wire [7:0] rxPort;
wire [7:0] rxData;
reg portTxEn = 0;
reg dataTxEn = 0;
reg portRxEn = 0;
reg dataRxEn = 0;
wire portTxDone;
wire portRxDone;
wire dataTxDone;
wire dataRxDone;
reg ar = 0;
reg [1:0] mode = 0;  
assign pData[7:0] = mode==2 ? dout : 8'bz;
assign arag[1] = mode==2 ? ar : 0;
reg [1:0] rStep = 0;
always @(posedge medClk) begin
	case(mode)
		0 : begin
			if(pData[21:16] == 9 && pData[22] == 1) myPort <= pData[7:0];  
			if(pData[21:16] == 10 && pData[22] == 1) targetPort <= pData[7:0];  
			if(pData[21:16] == 11 && pData[22] == 1) begin targetData <= pData[7:0]; mode <= 1; end  
			if(pData[21:16] == 9 && pData[22] == 0) begin mode <= 2; cHlt <= 1; end  
			end
		1 : begin
			if(!ar) ar <= 1;
			if(arag[0] && !(portTxDone && dataTxDone)) begin
				portTxEn <= 1;
				dataTxEn <= 1;
			end
			if(portTxDone && dataTxDone) begin
				portTxEn <= 0;
				dataTxEn <= 0;
				ar <= 0;
				mode <= 0;
			end
		end
		2 : begin
			case(rStep)
				0 : begin
					portRxEn <= 1;
					dataRxEn <= 1;
					rStep <= 1;
				end
				1 : begin
					portRxEn <= 0;
					dataRxEn <= 0;
					if(portRxDone && dataRxDone) begin
						if(rxPort == myPort) begin
							dout <= rxData;
							cHlt <= 0;
							rStep <= 2;
						end
						else rStep <= 0;
					end
				end
				2 : begin
					rStep <= 0;
					mode <= 0;
				end
			endcase
		end
	endcase
end	
fastSerialBus fSB_port(.clk(medClk), .RxTx(portBus), .tDP(targetPort), .tEN(portTxEn), .tDONE(portTxDone), .rDP(rxPort), .rEN(portRxEn), .rDONE(portRxDone), .cycle(cycle));
fastSerialBus fSB_data(.clk(medClk), .RxTx(dataBus), .tDP(targetData), .tEN(dataTxEn), .tDONE(dataTxDone), .rDP(rxData), .rEN(dataRxEn), .rDONE(dataRxDone), .cycle(cycle));
endmodule
`timescale 1ns / 1ps
module fastSerialBus (clk, RxTx, tDP, tEN, tDONE, rDP, rEN, rDONE, cycle);
input wire clk;
inout wire RxTx;
input wire tEN, rEN;
output reg tDONE = 0, rDONE = 0;
input wire [7:0] tDP;
output reg [7:0] rDP;
input wire [15:0] cycle;
reg [1:0] mode;  
reg rxBegin = 0;
reg txBegin = 0;
reg rxStart = 0;
reg txStart = 0;
reg [15:0] bitNum = 0;
reg [15:0] cycleStep = 0;
reg tx = 0;
always @(posedge rEN) begin
	mode <= 0;
	rDONE <= 0;
end
always @(posedge tEN) begin
	mode <= 1;
	tDONE <= 0;
end
assign RxTx = mode[0] ? tx : 1'bz;
always @(posedge RxTx) begin
	if(mode == 0) begin
		if(!rxBegin) rxBegin <= 1;
	end
end
always @(negedge clk) begin
	if(rxBegin | txBegin) cycleStep <= cycleStep + 1;
end
always @(posedge clk) begin
	if(rxBegin && !rxStart) begin
		if(cycleStep == (cycle/2)+cycle) begin
			rxStart <= 1;
			cycleStep <= 0;
		end
	end
	if(rxBegin && rxStart) begin
		if(cycleStep == cycle) begin
			rDP[bitNum] <= RxTx;
			bitNum <= bitNum + 1;
			cycleStep <= 0;
		end
		if(bitNum == 9) begin
			rxBegin <= 0;
			rxStart <= 0;
			mode <= 2;
			cycleStep <= 0;
			bitNum <= 0;
			rDONE <= 1;
		end
	end
	if(mode == 1 && txBegin==0) begin
		tx <= 1;
		txBegin <= 1;
	end
	if(txBegin && !txStart) begin
		if(cycleStep == cycle) begin
			cycleStep <= 0;
			txStart <= 1;
		end
	end
	if(txBegin && txStart) begin
		if(cycleStep == cycle) begin
			tx <= tDP[bitNum];
			bitNum <= bitNum + 1;
			cycleStep <= 0;
		end
		if(bitNum == 9) begin
			txBegin <= 0;
			txStart <= 0;
			mode <= 2;
			cycleStep <= 0;
			bitNum <= 0;
			tDONE <= 1;
		end
	end
end
endmodule
File: /design/flow/run.sh
#!/bin/bash
# OpenROAD 26Q1-2900-gdf79404cd8, Yosys 0.63+post, stock flow scripts
make -C /OpenROAD-flow-scripts/flow DESIGN_CONFIG=/design/flow/config.mk WORK_HOME=/design/flow/orfs finish
==> flow_metrics.tcl <==
# metrics dict for downstream scripts
set metrics [dict create \
    status "did not finish" \
    lastStage "synthesis" \
    firstError "ERROR: Found 32 problems in 'check -assert'." \
    edf_count 68 \
    yosys_area_sq_um 5040 \
    yosysSeqAreaShare_pct 55.6 \
    synthArstFlopShare_pct 0 \
    yosys_warnings 4 \
    ys_cells 444 \
    synthFlopType "edfxtp_1" \
    ys.flops 106 \
    synthDistinctLibCells 43 \
]
==> cell usage after synthesis, drive strengths merged (2+ instances only) <==
cell / instances / area [sq um]
inv: 13 / 48.8
a32oi: 2 / 17.5
and2: 6 / 37.5
and4: 3 / 28.8
a211oi: 3 / 22.5
xnor2: 55 / 482
nand2: 22 / 82.6
nor4b: 4 / 35.0
nor2: 16 / 67.6
nand4: 14 / 109
a21oi: 29 / 145
buf: 17 / 130
a31o: 4 / 35.0
nor2b: 7 / 43.8
clkbuf: 6 / 23.8
dfxtp: 38 / 761
edfxtp: 68 / 2040
o21a: 2 / 15.0
nand3: 27 / 135
nor3: 12 / 92.6
ha: 6 / 75.1
nor4: 6 / 37.5
conb: 2 / 7.51
and3: 14 / 90.1
o21ai: 30 / 150
xor2: 32 / 280
==> cells by family after synthesis <==
group	Yosys count	share of synthesized area [%]
other cells	2	0.149
compound gates	70	7.64
buf+inv	36	4.02
xor+xnor	87	15.1
fa+ha+maj	6	1.49
mux	1	0.198
simple gates	136	15.8
flops	106	55.6
