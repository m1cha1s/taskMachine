**design/flow/config.mk**
```make
export PLATFORM = sky130hd
export DESIGN_NAME = vgaPer
export DESIGN_NICKNAME = vgaPer
export VERILOG_FILES = /design/flow/design.v
export SDC_FILE = /design/flow/constraint.sdc
export NUM_CORES = 4
export LEC_CHECK = 1
export CORE_UTILIZATION = 40
```
**design/flow/constraint.sdc**
```tcl
current_design vgaPer

set clk_period 2.7
set clk_io_pct 0.2

create_clock -name clk0 -period $clk_period [get_ports {fastClk}]
create_clock -name clk1 -period $clk_period [get_ports {medClk}]

set non_clock_inputs [all_inputs -no_clocks]
set_input_delay [expr $clk_period * $clk_io_pct] -clock clk0 $non_clock_inputs
set_output_delay [expr $clk_period * $clk_io_pct] -clock clk0 [all_outputs]
```
**design/flow/design.v**
```verilog
`timescale 1ns / 1ps
module vgaDriver(clk, medClk, color, vSync, hSync, pAddr, pDin, pDout, we);
input clk, medClk;
output reg [7:0] color;
output vSync, hSync;
input [5:0] pAddr;
input [7:0] pDin;
output reg [7:0] pDout;
wire endOfFrame;
input we;
reg visible, hSync, vSync;
reg [9:0] hCounter;
reg [9:0] vCounter;
wire vwe;
reg [31:0] vBuff [3:0];
reg [12:0] vAddr;
wire vclk;
assign endOfFrame = visible ? 0 : 1;
reg [1:0] cnter = 0;
always @(posedge clk) cnter <= cnter + 1;
assign vclk = cnter[1];
always @(negedge vclk) begin
	if(hCounter < 799) begin
		hCounter <= hCounter + 1;
	end
	else begin
		hCounter <= 0;
		if(vCounter < 524) begin
			vCounter <= vCounter + 1;
		end
		else begin
			vCounter <= 0;
		end
	end
	if(hCounter < 640 && vCounter < 480) visible <= 1; else visible <= 0;
	if(hCounter < 752	 && hCounter > 656) hSync <= 0; else hSync <= 1;
	if(vCounter < 492 && vCounter > 490) vSync <= 0; else vSync <= 1;
end	
reg [1:0] vBuffAddr = 0;
reg [7:0] x1=0, x2=0, y1=0, y2=0;
reg [7:0] nextColor=0;
always @(negedge medClk) begin
	if(~visible)begin
		vBuff[vBuffAddr][7:0] <= x1;
		vBuff[vBuffAddr][15:8] <= y1;
		vBuff[vBuffAddr][23:16] <= x2;
		vBuff[vBuffAddr][31:24] <= y2;
	end
	if(pAddr == 14 && we == 0) pDout <= endOfFrame;
	if(pAddr == 14 && we) nextColor <= pDin;
	if(pAddr == 15 && we) x1 <= pDin;
	if(pAddr == 16 && we) y1 <= pDin;
	if(pAddr == 17 && we) x2 <= pDin;
	if(pAddr == 18 && we) y2 <= pDin;
	if(pAddr == 19 && we) vBuffAddr <= pDin;
end
always @(posedge vclk) begin
	if(hCounter > vBuff[0][7:0]*4 && hCounter < vBuff[0][23:16]*4 && vCounter > vBuff[0][15:8]*4 && vCounter < vBuff[0][31:24]*4 || hCounter > vBuff[1][7:0]*4 && hCounter < vBuff[1][23:16]*4 && vCounter > vBuff[1][15:8]*4 && vCounter < vBuff[1][31:24]*4 || hCounter > vBuff[2][7:0]*4 && hCounter < vBuff[2][23:16]*4 && vCounter > vBuff[2][15:8]*4 && vCounter < vBuff[2][31:24]*4 || hCounter > vBuff[3][7:0]*4 && hCounter < vBuff[3][23:16]*4 && vCounter > vBuff[3][15:8]*4 && vCounter < vBuff[3][31:24]*4) color <= nextColor; else color <= 0;
end
endmodule
`timescale 1ns / 1ps
module vgaPer(fastClk, medClk, pData, vgaData);
output [9:0] vgaData;
input fastClk, medClk;
inout [22:0] pData;
wire [7:0] pDout;
assign pData[15:8] = (pData[21:16]>=13 && pData[21:16]<=19) ? pDout : 8'bz;
vgaDriver vga(.clk(fastClk), .medClk(medClk), .color(vgaData[7:0]), .vSync(vgaData[8]), .hSync(vgaData[9]), .pAddr(pData[21:16]), .pDin(pData[7:0]),. pDout(pDout), .we(pData[22]));
endmodule
```
**design/flow/run.sh**
```bash
#!/bin/bash
# OpenROAD 26Q1-2900-gdf79404cd8, Yosys 0.63+post, stock flow scripts
make -C /OpenROAD-flow-scripts/flow DESIGN_CONFIG=/design/flow/config.mk WORK_HOME=/design/flow/orfs finish
```
==> results_dict.tcl <==
# flow metrics
set metrics [dict create \
    status "stopped before the end" \
    haltStage "5_1_grt" \
    tool.error "[ERROR RSZ-0074] Failed to build tree from global routes for pin 'pData[7]' and net 'pData[7]' at grid (3450, 113850): found route to 6 pins, expected 5" \
    dpl.hpwl_um 16400 \
    ys_area_sq_mm 0.00969 \
    syn_area_sq_mm 0.00969 \
    place_area_sq_mm 0.0104 \
    gp_congestion 0.880 \
    cts_setup_buffers 0 \
    synth-edff-count 181 \
    unclocked_pins 31 \
    numPortBuffers 10 \
    untimed_endpoints 67 \
    die_h_um 158 \
    cts_resized 0 \
    synthDistinctLibCells 52 \
    yosys.stat.seqShare_pct 60.9 \
    yosysTopAreaCell "edfxtp_1" \
    top_cell_area_share_pct 56.1 \
    ctsHoldBuffers 0 \
    yosys_cells 746 \
    top_cells_by_count "181 x edfxtp_1, 135 x inv_1, 125 x ha_1, 33 x nor2_1, 27 x a21oi_1" \
    fp_util_pct 41.0 \
    num_rows 56 \
    synth.most_common_cell "edfxtp_1" \
    dp.cells 1081 \
    num_io_pins 35 \
    synth_cells 746 \
    die_w_um 158 \
    ys.flops 204 \
    async_flop_share_pct 0 \
    syn_avg_cell_area_sq_um 13.0 \
    grt_max_degree 24 \
    synth.top_cells.by_area "edfxtp_1 56%, ha_1 16%, inv_1 5.2%" \
    flop_cell "edfxtp_1" \
    yosysWarnings 2 \
]
logic make-up after synthesis:
kind of cell	count (synthesis)	share of synthesized area [%]
AOI/OAI and AO/OA	103	6.82
xor gates and xnor gates	15	1.36
adders and majority gates	125	16.1
buffers and inverters	149	6.28
DFF	204	60.9
other	1	0.0387
and+or+nand+nor	149	8.51
stage by stage:
stage	hold slack (ns)	setup WS (ns)	setup TNS [ns]
2_1_floorplan	0.364	-0.304	-6.49
3_3_place_gp	0.376	-0.326	-7.27
3_5_place_dp	0.379	-0.330	-7.32
4_1_cts	0.429	-0.00524	-0.00524
timing repair:
action / in CTS
endpoints found under the setup margin: 1
endpoints found under the hold margin: 0
cloned: 0
